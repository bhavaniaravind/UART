<file path="run.sh">
#!/bin/bash
# OpenROAD 26Q1-2900-gdf79404cd8, Yosys 0.63+post, stock flow scripts
make -C /OpenROAD-flow-scripts/flow DESIGN_CONFIG=/design/flow/config.mk WORK_HOME=/design/flow/orfs finish
</file>
<file path="config.mk">
export PLATFORM = sky130hd
export DESIGN_NAME = uart_top
export DESIGN_NICKNAME = uart_top
export VERILOG_FILES = /design/flow/design.v
export SDC_FILE = /design/flow/constraint.sdc
export NUM_CORES = 4
export LEC_CHECK = 1
export CORE_UTILIZATION = 50
</file>
<file path="constraint.sdc">
current_design uart_top

set clk_period 4.1
set clk_io_pct 0.2

create_clock -name clk0 -period $clk_period [get_ports {clk}]

set non_clock_inputs [all_inputs -no_clocks]
set_input_delay [expr $clk_period * $clk_io_pct] -clock clk0 $non_clock_inputs
set_output_delay [expr $clk_period * $clk_io_pct] -clock clk0 [all_outputs]
</file>
<file path="design.v">
module uart_tx(
  input clk,
  input rst,
  input tx_start,
  input [7:0]tx_data,
  output reg tx_out,tx_done
);
  parameter baud_rate=9600;
  parameter clock_frequency=50000000;
  localparam cycles_per_bit=clock_frequency/baud_rate;
  localparam idle=0,start=1,data=2,stop=3;
  reg [1:0]state;
  reg [15:0]bit_count;
  reg [3:0]bit_index;
  reg [7:0]data_reg;
  always @(posedge clk or posedge rst) begin
    if(rst) begin
      state<=idle;
      tx_out<=1'b1;
      tx_done<=1'b0;
    end
  else begin 
    case(state)
      idle: begin
        tx_out<=1'b1;
        tx_done<=1'b0;
        if(tx_start)begin
          state<=start;
          data_reg<=tx_data;
        bit_count<=0;
        end
      end
        start:begin 
          tx_out<=1'b0; 
          if(bit_count==cycles_per_bit-1)begin
            state<=data;
            bit_count<=0;
            bit_index<=0;
          end
          else 
            bit_count<=bit_count+1;        
        end
      data:begin 
        tx_out<=data_reg[bit_index];
        if(bit_count==cycles_per_bit-1) begin
          bit_count<=0;
          if(bit_index==7) 
            state<=stop;
          else
            bit_index<=bit_index+1;
        end
         else
           bit_count<=bit_count+1;
        end
      stop:begin
        tx_out<=1;
        if(bit_count==cycles_per_bit-1) begin 
        state<=idle;
          tx_done<=1'b1;
        end
          else 
          bit_count<=bit_count+1;
      end
    endcase
      end
      end
      endmodule
module uart_rx(
input rx_in,clk,rst,
  output reg [7:0]rx_out,
  output reg rx_done
);
  parameter baud_rate=9600;
  parameter clock_freq=50_000_000;
  localparam cycles_per_bit=clock_freq/baud_rate;
  localparam idle=0,start=1,data=2,stop=3;
  reg [1:0] state;
  reg [15:0] bit_count;
  reg [2:0]bit_index;
  always @(posedge clk) begin 
    if(rst) begin 
      state<=idle;
      rx_done<=1'b0;
      bit_index<=0;
      bit_count<=0;
    end
    else begin 
      case(state)
        idle:begin 
          if(!rx_in)
            state<=start;
          bit_count<=0;
          rx_done<=1'b0;
        end
        start:begin 
          if(bit_count==(cycles_per_bit/2)) begin 
            if(!rx_in) begin 
              state<=data;
            bit_count<=0;
            bit_index<=0;
              rx_done<=1'b0;
            end
            else 
              state<=idle;
          end
            else 
              bit_count<=bit_count+1;
        end
        data:begin  
          if(bit_count==cycles_per_bit-1) begin 
          rx_out[bit_index]<=rx_in;
            bit_count<=0;
            if(bit_index==7) 
              state<=stop;
            else 
              bit_index<=bit_index+1;
          end
            else
              bit_count<=bit_count+1;
        end
          stop:begin
            if(bit_count==cycles_per_bit-1) begin
              bit_count<=0;
              state<=idle;
              rx_done<=1'b1;
            end
            else 
              bit_count<=bit_count+1;
          end
        default:state<=idle;
      endcase 
    end
  end
        endmodule
module uart_top(
    input clk,
    input rst,
    input tx_start,
    input [7:0] tx_data,
    output tx_out,
    output tx_done,
    output [7:0] rx_out,
    output rx_done
);
  wire w1;
    uart_tx tx_inst(
        .clk(clk),
        .rst(rst),
        .tx_start(tx_start),
        .tx_data(tx_data),
      .tx_out(w1),
        .tx_done(tx_done)
    );
    uart_rx rx_inst(
        .clk(clk),
        .rst(rst),
      .rx_in(w1),
        .rx_out(rx_out),
        .rx_done(rx_done)
    );
endmodule
</file>
==> results.txt <==
yosys + openroad results -> status complete, no violations, First DRT Iteration DRCs 122, Slew @ Worst Pin approximately 0.93 ns, num rows 29, root buffer cell clkbuf_8, post-synthesis async set-or-reset flop share 9.091%, RSZ-0062 raised after global routing false, DP Area 0.003750 mm2, DRT Pass-1 Iters 4, hpwl dp around 4.5 mm, reg2reg setup slack 1.60 ns, TritonCTS buffer count 9, routed length per instance 14.73 um, CP max FO 18, Die Size 0.007279 mm2, post-synth top area cell edfxtp_1, Synth top area share 31.15%, Remaining DRCs 0, arrival time worst endpoint between 2 and 3 ns, biggest regs rx_inst.bit_count (16), tx_inst.bit_count (16), IO Pins 22, initial antenna violation count 0, # resized after CTS 0, H-tree Lvls 3, Tot Pwr around 1.4 mW, Synth Cell Area 0.003471 mm2, Crit. End Element register, PwrDens 356.6 mW/mm2, Tot GR Track Use ~20%, TritonCTS clock tree built, worst hold margin about 0.52 ns, crit path DRT between 4 and 5 ns, setup TNS 0 ns, hold path depth 2, clk_skew 0.008149 ns, MaxCap Viol Count 0, Post-synth EDFFs 36, die height between 80 and 90 um, n_diodes 0, startpoint types primary input, top cells by area edfxtp_1 31%, dfxtp_1 14%, nor2_1 3.9%, Synth cell types between 60 and 70, hold-fix buffers at CTS 0, worst reg2reg path startpoint rx_inst.bit_count[1], core box area 0.006531 mm2, vias in the first global route 2422, routed via count 2538, worst r2r dst rx_inst.bit_count[9], largest net degree at the start of global routing 19, Post-Route WL 6.555 mm, FILL cells 530, via/cell ratio 5.703, CTS Sinks 66, syn_area_per_cell 10.24 um2, Setup Fix Bufs, Post-CTS 0, main flop type edfxtp_1, Max Clock Freq 368.4 MHz, Hold Path End rx_inst.bit_count[14], leak pwr 1.442 nW, Worst Hold Class register to register, worst rel slew slack 37.29%, register share after synthesis 49.39%, Tmin final 2.715 ns, Reg2Reg Depth 6, Yosys Instances 339, Synth Register Bits 66, clk latency of the worst-skew pair 0.33 ns, commonest cells in the netlist 36 x edfxtp_1, 36 x nor2_1, 28 x nand2_1, 24 x dfxtp_1, 18 x nand3_1, synth warn 3, Area Overhead vs Synth 14.10%, share of cells above drive strength 1 10.60%, Pins Over Slew Limit 0, Worst-path clk slew 0.07 ns, total global routing overflow 0, final instance area 0.003960 mm2, FP Util 53.14%, peak supply drop 189.8 uV, Setup violations, final 0, YS chip area 0.003471 mm2, OpenROAD warnings 30, die width approximately 85 um, Mapped Cells 339, I/O Buffers 20, final cycle utilization of the critical path approximately two thirds, clk buf depth 2, Final ANT Viol Nets 0, first-pass GRT wire length 11.27 mm, Setup Crit Path Kind primary input to register, final hold vios 0, Final Wtd Congestion 0.8569, hold_sp rx_inst.bit_count[14]
==> layout by cell type (no fill, tap or decap), types with 3 or more instances in the layout <==
cell | synthesis | layout
buf_4 | 2 | 4
nor2_1 | 36 | 36
clkdlybuf4s50_1 | 0 | 20
inv_1 | 13 | 13
and4bb_1 | 3 | 3
nor4_1 | 5 | 5
nand4b_1 | 3 | 3
or3_1 | 3 | 3
xnor2_1 | 9 | 9
o21ai_0 | 17 | 17
dfxtp_1 | 24 | 24
and3_1 | 11 | 11
a21oi_1 | 11 | 11
dfrtp_1 | 4 | 4
nor3_1 | 9 | 8
o21ai_1 | 3 | 3
nand2_1 | 28 | 28
a22o_1 | 8 | 8
ha_1 | 9 | 9
edfxtp_1 | 36 | 36
clkbuf_8 | 0 | 9
xor2_1 | 9 | 9
nand3_1 | 18 | 18
and2_1 | 3 | 3
nor2b_1 | 9 | 9
nand4_1 | 6 | 6
mux2_2 | 6 | 6
nor3b_1 | 3 | 3
==> worst max path at each step <==
| stage | from | end | slack (ns) | cells after the start |
|---|---|---|---|---|
| 6_report | rst | rx_inst.bit_count[9] | 1.39 | 6 |
| 5_1_grt | rst | rx_inst.bit_count[6] | 1.20 | 6 |
| 4_1_cts | rst | rx_inst.bit_count[2] | 1.41 | 6 |
==> cell families (layout without fill, tap and decap cells) <==
family / Yosys count / count (layout) / share of synthesized area, %
AND/OR/NAND/NOR: 156 / 156 / 25.67
flip-flops: 66 / 66 / 49.39
AND-OR/OR-AND: 56 / 56 / 10.60
buffers and inverters: 24 / 53 / 2.920
XOR/XNOR: 18 / 18 / 4.542
adder cells (fa/ha/maj): 9 / 9 / 3.244
multiplexers: 9 / 9 / 3.533
other: 1 / 1 / 0.1080
==> metal layers <==
metal | wire (um) | vias to the layer above | global-route usage, %
li1 | - | 1306 | -
met2 | 2972 | 50 | 31.01
met3 | 260 | 4 | 4.245
met1 | 3277 | 1178 | 32.15
met4 | 44 | 0 | 3.485
met5 | 0 | - | 0
==> layout make-up <==
| cell class | instances | area [um2] | area share, % |
|---|---|---|---|
| well taps | 77 | 96.34 | 2.433 |
| clock buffers | 11 | 131.4 | 3.318 |
| flip-flops and latches | 66 | 1714 | 43.29 |
| multi-input cells | 249 | 1660 | 41.93 |
| clock inverters | 5 | 78.83 | 1.991 |
| repair buffers | 24 | 230.2 | 5.814 |
| inverters | 13 | 48.80 | 1.232 |
==> worst max-delay path: stages <==
cell	delay, ns
clkdlybuf4s50_1	0.45
buf_4	0.22
inv_1	0.24
a32oi_2	0.66
nor2_1	0.26
a22o_1	0.26
==> per-stage QoR <==
stage	util (%)	worst slack, ns	cells
5_1_grt	60.63	1.197	445
3_3_place_gp	57.41	1.083	429
4_1_cts	60.63	1.408	445
3_5_place_dp	57.41	1.038	429
2_1_floorplan	-	1.278	339
6_report	60.63	1.385	445
==> report_power, final <==
part           total (mW)  internal, mW  switching (mW)  leakage (nW)
logic              0.0875        0.0410          0.0465         0.719
clock network       0.582         0.342           0.240         0.107
registers           0.742         0.722          0.0203         0.616
total                1.41          1.11           0.307          1.44
Power is estimated from default activity; no workload was simulated.
